`/design/flow/run.sh`:
```
#!/bin/bash
# OpenROAD 26Q1-2900-gdf79404cd8, Yosys 0.63+post, stock flow scripts
make -C /OpenROAD-flow-scripts/flow DESIGN_CONFIG=/design/flow/config.mk WORK_HOME=/design/flow/orfs finish
```
`/design/flow/config.mk`:
```
export PLATFORM = sky130hd
export DESIGN_NAME = statistic_accum
export DESIGN_NICKNAME = statistic_accum
export VERILOG_FILES = /design/flow/design.v
export SDC_FILE = /design/flow/constraint.sdc
export NUM_CORES = 4
export LEC_CHECK = 1
export CORE_UTILIZATION = 40
```
`/design/flow/constraint.sdc`:
```
current_design statistic_accum

set clk_period 15.1
set clk_io_pct 0.2

create_clock -name clk0 -period $clk_period [get_ports {clk}]

set non_clock_inputs [all_inputs -no_clocks]
set_input_delay [expr $clk_period * $clk_io_pct] -clock clk0 $non_clock_inputs
set_output_delay [expr $clk_period * $clk_io_pct] -clock clk0 [all_outputs]
```
`/design/flow/design.v`:
```
module statistic_accum #(
    parameter DATA_WIDTH      = 16,
    parameter BOUND_WIDTH     = 10,     
    parameter BOUND_NUM       = 32,     
    parameter BOUND_NUM_WIDTH = 5       
)(
    input                            clk,
    input                            reset_n,
    input                            data_val_i,        
    input                            start_search_max,  
    input                            clear_i,           
    input[DATA_WIDTH-1:0]            data_i,
    output                           data_val_o,
    output[BOUND_NUM_WIDTH-1:0]      max_num_o,
    output[DATA_WIDTH*BOUND_NUM-1:0] arr_o
);
reg[DATA_WIDTH-1:0] hit_arr[0:BOUND_NUM-1];
genvar i;
generate            
    for(i = 0; i < BOUND_NUM; i = i + 1) begin
        always@(posedge clk) begin
            if( !reset_n || clear_i ) begin
                hit_arr[i] <= 0;
            end else if( data_val_i ) begin 
                if( (data_i >= i*BOUND_WIDTH) && (data_i < i*BOUND_WIDTH + BOUND_WIDTH) ) begin
                    hit_arr[i] <= hit_arr[i] + 1;
                end
            end
        end        
    end    
endgenerate
generate
    for(i = 0; i < BOUND_NUM; i = i + 1) begin
        assign arr_o[(i*DATA_WIDTH + DATA_WIDTH)-1 : i*DATA_WIDTH] = hit_arr[i];
    end    
endgenerate 
reg data_val;
reg[DATA_WIDTH-1:0]      max_value;
reg[BOUND_NUM_WIDTH:0] max_num, cnt_max = 0;
always@(posedge clk) begin
    if (!reset_n || clear_i ) begin
        cnt_max    <= 0;
        max_num    <= 0;
        max_value  <= 0;
        data_val   <= 0;
    end else if( start_search_max ) begin
        if( cnt_max < BOUND_NUM ) begin
            if( max_value < hit_arr[cnt_max] ) begin
                max_value <= hit_arr[cnt_max];
                max_num   <= cnt_max;
            end
            cnt_max <= cnt_max + 1;
        end else begin
            data_val <= 1;
        end    
    end
end
assign data_val_o = data_val;
assign max_num_o  = max_num;
endmodule
```
==> run summary <==
Figures from the flow reports.

Run status:
- The flow ran to the end, and the final reports show no timing, DRC or antenna violations.

Setup path:
- The run gives the maximum net fanout on the critical path as 45.
- The run gives the largest incremental delay on the critical path as 680 ps.
- The critical path is of the reg2reg type.
- The run gives the cell with the biggest individual delay on the critical path as sky130_fd_sc_hd__a2111oi_0.
- The run gives the critical path data arrival time as 6960 ps.
- The timing report attributes the biggest portion of critical-path delay to simple AND/OR/NAND/NOR gates.
- The run gives the endpoint kind of the worst setup timing path as a flop.
- The run puts the required time of the worst setup path at 15,650 ps.
- Walking the worst path, the cells encountered are buf_4 > nand2_1 > nor2_1 > ha_1 > nor2_1 > nand4_1 > a2111o_1 > or2_2 > buf_4 > nor2_1 > a31o_2 > ha_1 > nor2b_1 > a2111oi_0 > o2111ai_1 > nand3_1 > buf_4 > mux2i_1.
- Along the critical path, the tally of buffer and inverter instances is 3.
- The worst setup path is launched from a flop.

Drt:
- The routed layout reports a DRC error count of 0.
- The run gives the number of design-rule violations left by the first detailed-router iteration as 3,452.
- Per the detail_route report, routed wire per instance is 29.9 um.
- The run puts the total wire length after detailed routing at 144 mm.
- The run gives the via count as 28,600.
- The run puts the mean number of vias per cell at 5.93.
- The pre-antenna-repair detailed-routing pass consisted of 7 iterations.
- In this run the remaining antenna-violating nets after routing total 0.

Global route:
- The via count of the first global-routing pass was 25,200.
- In the global route stage, overall resource usage came out at 41.5%.
- The run gives the number of antenna violations at the first check in global routing as 3.
- The run puts the sum of overflow across all layers after global routing at 0.
- The run gives the largest net degree at the start of global routing as 68.
- The run puts the wire length of the first global-routing pass at 200 mm.

Logic synthesis:
- The run puts the synthesized area per cell at 8.31 um2.
- The run gives the number of cells in the yosys synthesis report as 3,344.
- In the Yosys report, the sequential cells make up 38.9% of the chip area.
- For this run, the leading register cell type out of synthesis is sky130_fd_sc_hd__dfxtp_1.
- Sorting the synthesized cells by how often they occur yields 540 x sky130_fd_sc_hd__dfxtp_1, 540 x sky130_fd_sc_hd__nor2_1, 276 x sky130_fd_sc_hd__nand2_1, 193 x sky130_fd_sc_hd__xnor2_1, 193 x sky130_fd_sc_hd__xor2_1.
- Synthesis produced 3,344 cells.
- Sorting the synthesized cells by area gives the leading types as sky130_fd_sc_hd__dfxtp_1 39%, sky130_fd_sc_hd__nor2_1 7.3%, sky130_fd_sc_hd__xnor2_1 6.1%.
- Yosys reports that the leading cell type by area covers 38.9% of the netlist area.
- The run gives the number of enable flip-flop cells as 0.
- The stat command in Yosys gives a chip area of 0.0278 mm2.
- Yosys reported a register bit count of 540.
- The synthesized netlist occupies a cell area of 0.0278 mm2.
- The run puts the distinct cell type count of the synthesized netlist at 81.
- The synthesized design spends more area on one cell type than any other, namely sky130_fd_sc_hd__dfxtp_1.
- The run puts the number of warnings issued by yosys at 2.
- Per the synth stats, the proportion of register bits with asynchronous set or reset is 0%.

Placed design:
- The HPWL after detailed placement is 113 mm.
- The run gives the post-place instance area as 0.0344 mm2.
- Buffers placed on the I/O ports in this run total 537.
- The run gives the global placement routability congestion as 1.08.
- The run puts the number of instances in the placed design at 4,706.

Floorplan:
- The run puts the top-level I/O count at 539.
- The run gives the floorplan utilization as 40.5%.
- In this run the full chip footprint comes out at 0.0705 mm2.
- The die is 266 um tall.
- The run gives the core footprint as 0.0687 mm2.
- The run gives the count of standard-cell rows as 96.
- The run puts the die outline width at 266 um.

Clock tree:
- Once the clock tree was built, the setup fixing pass inserted 0 buffers.
- TritonCTS built the clock tree.
- The run puts the clock slew at the register clock pins of the worst setup and hold paths at 60 ps.
- The run puts the cell resize tally after clock tree synthesis at 0.
- The run gives the total CTS buffers as 60.
- The run puts the H-tree depth at 2.
- The run gives the total clock sinks as 540.
- The later pin in the worst-skew pair is clocked with a latency of 650 ps.
- The run gives the deepest clock path buffer count as 3.
- CTS placed an instance of sky130_fd_sc_hd__clkbuf_16 at the clock tree root.
- The run puts the number of hold buffers added after CTS at 0.

Flow run:
- The run puts the count of max-cap constraint violations at 0.
- OpenROAD emitted warnings numbering 30.

Power and ir drop:
- The run gives the clock power share as 51.4%.
- Combinational logic is responsible for 4.5% of the overall power.
- The run puts the post-route total power at 3240 uW.
- The run puts the net switching fraction of the power at 22.9%.
- The share of total power dissipated in sequential elements is 44.1%.
- The run gives the internal power of the cells as 2500 uW.
- The run gives the leakage power of the design as 0.0119 uW.
- The run puts the power dissipated by switching net loads at 744 uW.
- Total power normalized to cell area comes to 88.6 mW/mm2.
- The run puts the maximum vdd drop at 0.0000891 V.

STA:
- The run puts the fmax at 0.156 GHz.
- The run puts the hold violation count in the final report at 0.
- Endpoints with negative setup slack in the final report add up to 0.
- Setup repair after global routing left no endpoint under its margin.
- The run gives the final-layout setup total negative slack as 0 ps.
- The run puts the largest clock skew in the final design at 25.6 ps.
- The run gives the worst-margin pin slew as 1090 ps.
- The run gives the share of the cycle needed by the critical path after routing as 42.5%.
- The run puts the number of max-slew violations in the final report at 0.
- The slew check shows that the tightest pin keeps a relative margin of 27.4%.
- The run gives the time the worst path needs with I/O delays and setup as 6410 ps.

Cells and area:
- The layout stage reports a final design area of 0.0366 mm2.
- Per the run report, area growth between synthesis and finish was 31.7%.
- After the flow finishes, the layout carries non-filler instances totaling 4,821.
- The run puts the share of post-route cells with drive strength above 1 at 6.38%.

Min path:
- The run gives the class of the worst hold path as reg2reg.
-- through the flow --
| stage | hold WS, ps | setup slack [ps] | util, % |
|---|---|---|---|
| after global placement | 449 | 8460 | 50.0 |
| after floorplan | 413 | 9870 | - |
| final | 462 | 8690 | 53.3 |
| after detailed placement | 455 | 8450 | 50.0 |
| after global routing | 476 | 8390 | 53.3 |
| after CTS | 464 | 8900 | 53.3 |
-- cells in the final DEF, fill, tap and decap left out, types with 7 or more instances in the layout --
cell type / n
sky130_fd_sc_hd__buf_4: 73
sky130_fd_sc_hd__and4_1: 33
sky130_fd_sc_hd__clkbuf_8: 13
sky130_fd_sc_hd__nand2_1: 276
sky130_fd_sc_hd__a21oi_1: 108
sky130_fd_sc_hd__a31o_2: 9
sky130_fd_sc_hd__and2_1: 15
sky130_fd_sc_hd__a22oi_1: 156
sky130_fd_sc_hd__xor2_1: 193
sky130_fd_sc_hd__nor3_1: 60
sky130_fd_sc_hd__clkbuf_1: 8
sky130_fd_sc_hd__a222oi_1: 16
sky130_fd_sc_hd__nor2b_1: 13
sky130_fd_sc_hd__nor4_1: 22
sky130_fd_sc_hd__clkbuf_16: 61
sky130_fd_sc_hd__nand3_1: 154
sky130_fd_sc_hd__o21ai_0: 114
sky130_fd_sc_hd__nor4bb_4: 11
sky130_fd_sc_hd__clkinv_2: 13
sky130_fd_sc_hd__nor2_1: 540
sky130_fd_sc_hd__or3_1: 97
sky130_fd_sc_hd__a221oi_1: 26
sky130_fd_sc_hd__o211ai_1: 8
sky130_fd_sc_hd__nand4_1: 134
sky130_fd_sc_hd__and4b_1: 12
sky130_fd_sc_hd__clkdlybuf4s50_1: 537
sky130_fd_sc_hd__a22o_1: 27
sky130_fd_sc_hd__nor4_4: 8
sky130_fd_sc_hd__bufinv_16: 13
sky130_fd_sc_hd__inv_1: 81
sky130_fd_sc_hd__a311o_1: 9
sky130_fd_sc_hd__dfxtp_1: 537
sky130_fd_sc_hd__or2_2: 7
sky130_fd_sc_hd__nand2b_1: 9
sky130_fd_sc_hd__ha_1: 53
sky130_fd_sc_hd__and3_1: 86
sky130_fd_sc_hd__xnor2_1: 193
sky130_fd_sc_hd__mux2i_1: 56
-- path summary, 6_finish.rpt --
| kind | startpoint | to | slack, ps | depth (start not counted) |
|---|---|---|---|---|
| setup / recovery | cnt_max[3]$_SDFFE_PP0P_ | max_value[14]$_SDFFE_PP0P_ | 8690 | 18 |
| hold / removal | max_value[13]$_SDFFE_PP0P_ | max_value[13]$_SDFFE_PP0P_ | 460 | 2 |
| setup reg to reg | cnt_max[3]$_SDFFE_PP0P_ | max_value[14]$_SDFFE_PP0P_ | 8690 | 18 |
| hold reg to reg | max_value[13]$_SDFFE_PP0P_ | max_value[13]$_SDFFE_PP0P_ | 460 | 2 |
-- cell families after synthesis --
group	after synthesis	synth area share, %
xor gates and xnor gates	386	12.2
DFF	540	38.9
muxes	57	2.06
adders and majority gates	53	2.39
and+or+nand+nor	1529	28.0
buffers and inverters	260	3.72
AOI/OAI and AO/OA	519	12.8
-- routing by layer --
layer	wire length [um]	track usage (%)	vias to the layer above
met5	14	0	-
met4	8130	18.8	2
met3	15800	12.3	274
met2	61000	58.8	1519
met1	59300	59.1	13900
li1	-	-	12900
-- flip-flops by register name, indices dropped and copies added (netlist names) --
name       cells
max_value     16
max_num        5
data_val       1
hit_arr      512
cnt_max        6
-- area by class of cell --
| type | count | area [um2] |
|---|---|---|
| tap | 931 | 1160 |
| clock buffer | 82 | 1740 |
| fill | 6413 | 32100 |
| inverter | 81 | 304 |
| timing repair buffer | 610 | 5920 |
| multi-input combinational | 2544 | 16100 |
| sequential | 540 | 10800 |
| antenna | 1 | 2.50 |
| clock inverter | 32 | 504 |
-- power groups by stage --
stage | Clock [uW] | Combinational [uW] | Sequential [uW]
CTS | 1690 | 144 | 1430
global route | 1740 | 156 | 1430
finish | 1670 | 147 | 1430
-- worst reg2reg max path, delay by kind of cell, from the launching register on --
family	cells	cell delay, ps
compound gates	4	1390
fa+ha+maj	2	990
buf+inv	3	1380
flops	1	450
mux	1	240
simple gates	8	1880
No activity file was given, so power comes from the tool's default toggle rates.

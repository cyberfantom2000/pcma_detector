==> /design/flow/config.mk <==
export PLATFORM = sky130hd
export DESIGN_NAME = lock_calc
export DESIGN_NICKNAME = lock_calc
export VERILOG_FILES = /design/flow/design.v
export SDC_FILE = /design/flow/constraint.sdc
export NUM_CORES = 4
export LEC_CHECK = 1
export CORE_UTILIZATION = 40
==> /design/flow/constraint.sdc <==
current_design lock_calc

set clk_period 18.4
set clk_io_pct 0.2

create_clock -name clk0 -period $clk_period [get_ports {clk}]

set non_clock_inputs [all_inputs -no_clocks]
set_input_delay [expr $clk_period * $clk_io_pct] -clock clk0 $non_clock_inputs
set_output_delay [expr $clk_period * $clk_io_pct] -clock clk0 [all_outputs]
==> /design/flow/design.v <==
module lock_calc #(
    parameter DATA_WIDTH      = 16,
    parameter BOUND_WIDTH     = 10,     
    parameter BOUND_NUM       = 32,     
    parameter BOUND_NUM_WIDTH = 5       
)(
    input                           clk,
    input                           reset_n,
    input[2:0]                      mode_i,    
    input                           data_val_i,
    input[BOUND_NUM_WIDTH-1:0]      max_num_i,
    input[DATA_WIDTH*BOUND_NUM-1:0] data_i,
    output                          val_o,
    output                          lock_o   
);
localparam fm4_mode = 3'b001;
localparam fm8_mode = 3'b010;
localparam fm4_max_coef = 4;	 
localparam fm4_in_coef  = 3;	 
localparam fm8_max_coef = 2;	 
localparam fm8_in_coef  = 2;	 
localparam out_coef     = 1;	 
reg[DATA_WIDTH-1:0] arr_in[0:BOUND_NUM-1];
genvar i;
generate
    for(i = 0; i < BOUND_NUM; i = i + 1) begin
        always@(posedge clk) begin
            if( !reset_n ) begin
                arr_in[i] <= 0;
            end else if( data_val_i ) begin
                arr_in[i] <= data_i[(i*DATA_WIDTH + DATA_WIDTH)-1 : i*DATA_WIDTH];
            end
        end
    end
endgenerate
wire[DATA_WIDTH:0]   sum_0    [0:BOUND_NUM/2-1];
reg [DATA_WIDTH:0]   sum_0_reg[0:BOUND_NUM/2-1];
wire[DATA_WIDTH+1:0] sum_1    [0:BOUND_NUM/4-1];
reg [DATA_WIDTH+1:0] sum_1_reg[0:BOUND_NUM/4-1];
wire[DATA_WIDTH+2:0] sum_2    [0:BOUND_NUM/8-1];
reg [DATA_WIDTH+2:0] sum_2_reg[0:BOUND_NUM/8-1];
wire[DATA_WIDTH+3:0] sum_3    [0:BOUND_NUM/16-1];
reg [DATA_WIDTH+3:0] sum_3_reg[0:BOUND_NUM/16-1];
wire[DATA_WIDTH+4:0] sum_4;
reg [DATA_WIDTH+4:0] sum_4_reg;
reg lock_sum_0, lock_sum_1, lock_sum_2, lock_sum_3, lock_sum_4;
reg end_sum_0, end_sum_1, end_sum_2, end_sum_3, end_sum_4, end_calc;
generate
    for(i = 0; i < BOUND_NUM/2; i = i + 1) begin                    
        assign sum_0[i] = arr_in[2*i] + arr_in[2*i+1];
    end
endgenerate
generate
    for(i = 0; i < BOUND_NUM/2; i = i + 1) begin
        if( i == 0 ) begin
            always@(posedge clk) begin
                if( !reset_n ) begin
                    sum_0_reg[i] <= 0;
                    end_sum_0    <= 0;
                end else if(lock_sum_0) begin
                    sum_0_reg[i] <= sum_0[i];
                    end_sum_0    <= 1;
                end else begin
                    end_sum_0 <= 0;
                end
            end
        end else begin
            always@(posedge clk) begin
                if( !reset_n ) begin
                    sum_0_reg[i] <= 0;                   
                end else if(lock_sum_0) begin
                    sum_0_reg[i] <= sum_0[i];
                end
            end
        end
    end 
endgenerate
generate
    for(i = 0; i < BOUND_NUM/4; i = i + 1) begin        
        assign sum_1[i] = sum_0_reg[2*i] + sum_0_reg[2*i+1];        
    end
endgenerate
generate
    for(i = 0; i < BOUND_NUM/4; i = i + 1) begin
        if( i == 0 ) begin
            always@(posedge clk) begin
                if( !reset_n ) begin
                    sum_1_reg[i] <= 0;
                    end_sum_1    <= 0;
                end else if(lock_sum_1) begin
                    sum_1_reg[i] <= sum_1[i];
                    end_sum_1    <= 1;
                end else begin
                    end_sum_1 <= 0;
                end
            end
        end else begin
            always@(posedge clk) begin
                if( !reset_n ) begin
                    sum_1_reg[i] <= 0;
                end else if(lock_sum_1) begin
                    sum_1_reg[i] <= sum_1[i];
                end
            end
        end
    end 
endgenerate
generate
    for(i = 0; i < BOUND_NUM/8; i = i + 1) begin        
        assign sum_2[i] = sum_1_reg[2*i] + sum_1_reg[2*i+1];        
    end
endgenerate
generate
    for(i = 0; i < BOUND_NUM/8; i = i + 1) begin
        if( i == 0 ) begin
            always@(posedge clk) begin
                if( !reset_n ) begin
                    sum_2_reg[i] <= 0;
                    end_sum_2    <= 0;
                end else if(lock_sum_2) begin
                    sum_2_reg[i] <= sum_2[i];
                    end_sum_2    <= 1;
                end else begin
                    end_sum_2 <= 0;
                end
            end
        end else begin
            always@(posedge clk) begin
                if( !reset_n ) begin
                    sum_2_reg[i] <= 0;
                end else if(lock_sum_2) begin
                    sum_2_reg[i] <= sum_2[i];
                end
            end
        end 
    end 
endgenerate
generate
    for(i = 0; i < BOUND_NUM/16; i = i + 1) begin       
        assign sum_3[i] = sum_2_reg[2*i] + sum_2_reg[2*i+1];        
    end
endgenerate
generate
    for(i = 0; i < BOUND_NUM/16; i = i + 1) begin
        if ( i == 0 ) begin
            always@(posedge clk) begin
                if( !reset_n ) begin
                    sum_3_reg[i] <= 0;
                    end_sum_3    <= 0;
                end else if(lock_sum_3) begin
                    sum_3_reg[i] <= sum_3[i];
                    end_sum_3    <= 1;
                end else begin
                    end_sum_3 <= 0;
                end
            end
        end else begin
            always@(posedge clk) begin
                if( !reset_n ) begin
                    sum_3_reg[i] <= 0;
                end else if(lock_sum_3) begin
                    sum_3_reg[i] <= sum_3[i];
                end
            end
        end
    end 
endgenerate
assign sum_4 = sum_3_reg[0] + sum_3_reg[1];
always@(posedge clk) begin
    if( !reset_n ) begin
        sum_4_reg <= 0;
        end_sum_4 <= 0;
    end else if( lock_sum_4) begin
        sum_4_reg <= sum_4;
        end_sum_4 <= 1;
    end else begin
        end_sum_4 <= 0;
    end
end
reg[DATA_WIDTH-1:0] max_value;
reg[DATA_WIDTH:0]   closely_sum;
always@(posedge clk) begin
    if( !reset_n ) begin
        max_value   <= 0;
        closely_sum <= 0;
    end else if( lock_sum_1 ) begin
        if( max_num_i == 0 ) begin
            max_value   <= arr_in[0];
            closely_sum <= arr_in[1];
        end else if( max_num_i == 29 ) begin
            max_value   <= arr_in[31];
            closely_sum <= arr_in[30];
        end else begin
            max_value   <= arr_in[max_num_i];
            closely_sum <= arr_in[max_num_i-1] + arr_in[max_num_i+1];
        end
    end
end
reg[DATA_WIDTH+2:0] max_mult, closely_mult;
reg[DATA_WIDTH+1:0] sum_in;
always@(posedge clk) begin
    if( !reset_n ) begin
        max_mult     <= 0;
        closely_mult <= 0;
        sum_in       <= 0;
    end else if( lock_sum_3 ) begin
        if( mode_i == fm4_mode ) begin
            max_mult     <= max_value   * fm4_max_coef;
            closely_mult <= closely_sum * fm4_in_coef;
        end else begin
            max_mult     <= max_value   * fm8_max_coef;
            closely_mult <= closely_sum * fm8_in_coef;
        end
        sum_in <= max_value + closely_sum;
    end
end
reg[DATA_WIDTH+4:0] point_out, point_in;
reg start_last_calc;
always@(posedge clk) begin
    if( !reset_n ) begin
        point_in  <= 0;
        point_out <= 0;
        end_calc  <= 0;
    end else if( start_last_calc ) begin
        point_in  <= max_mult + closely_mult;
        point_out <= sum_4_reg - sum_in ;
        end_calc  <= 1;
    end else begin
        end_calc  <= 0;
    end
end
reg lock_flag, out_val;
reg start_check;    
always@(posedge clk) begin
    if( !reset_n ) begin
        lock_flag <= 0;
        out_val   <= 0;
    end else if ( start_check ) begin
        if( point_in >= point_out ) lock_flag <= 1;
        else                        lock_flag <= 0;
        out_val <= 1;
    end else begin
        out_val <= 0;
    end
end
reg[2:0] state, nextstate;
localparam IDLE_ST      = 0;
localparam SUM_0_ST     = 1;
localparam SUM_1_ST     = 2;
localparam SUM_2_ST     = 3;
localparam SUM_3_ST     = 4;
localparam SUM_4_ST     = 5;
localparam LAST_CALC_ST = 6;
localparam CHECK_ST     = 7;
always@(posedge clk) begin
    if( !reset_n ) state <= IDLE_ST;
    else           state <= nextstate;
end
always@(*) begin
    nextstate       = 'hX;
    lock_sum_0      = 0;
    lock_sum_1      = 0;
    lock_sum_2      = 0;
    lock_sum_3      = 0;
    lock_sum_4      = 0;
    start_last_calc = 0;
    start_check     = 0;
    case( state )
        IDLE_ST: begin
            nextstate = IDLE_ST;
            if( data_val_i ) begin
                nextstate   = SUM_0_ST;
            end
        end
        SUM_0_ST: begin
            lock_sum_0 = 1;
            nextstate  = SUM_1_ST;
        end
        SUM_1_ST: begin
            nextstate = SUM_1_ST;
            if( end_sum_0 ) begin
                lock_sum_1 = 1;
                nextstate  = SUM_2_ST;
            end
        end
        SUM_2_ST: begin
            nextstate = SUM_2_ST;
            if( end_sum_1 ) begin
                lock_sum_2 = 1;
                nextstate  = SUM_3_ST;
            end
        end
        SUM_3_ST: begin
            nextstate = SUM_3_ST;
            if( end_sum_2 ) begin
                lock_sum_3 = 1;
                nextstate  = SUM_4_ST;
            end
        end
        SUM_4_ST: begin
            nextstate = SUM_4_ST;
            if( end_sum_3 ) begin
                lock_sum_4 = 1;
                nextstate  = LAST_CALC_ST;
            end
        end
        LAST_CALC_ST: begin
            nextstate = LAST_CALC_ST;
            if( end_sum_4 ) begin
                start_last_calc = 1;
                nextstate       = CHECK_ST;
            end
        end
        CHECK_ST: begin
            nextstate = CHECK_ST;
            if( end_calc ) begin
                start_check = 1;
                nextstate   = IDLE_ST;
            end
        end 
    endcase
end
assign val_o  = out_val;
assign lock_o = lock_flag;
endmodule
==> /design/flow/run.sh <==
#!/bin/bash
# OpenROAD 26Q1-2900-gdf79404cd8, Yosys 0.63+post, stock flow scripts
make -C /OpenROAD-flow-scripts/flow DESIGN_CONFIG=/design/flow/config.mk WORK_HOME=/design/flow/orfs finish
==> impl_metrics.toml <==
# physical design summary
[logic_synthesis]
ys_seq_share_pct = 31.6
ys_sh_xor_pct = 4.57
flop_cell = "dfxtp_1"
yosys_warnings = 6
synthSimpleGateAreaFrac_pct = 18.0
avgSynthCellArea_um2 = 8.24
yosysTopAreaCell = "dfxtp_1"
yosysChipArea_um2 = 76500
yosys_cells = 9285
async_reset_ff_share_pct = 0
synthCells = 9285
ys_sh_aoi_pct = 23.1
synth.mux.area_fraction_pct = 7.65
netlist-cell-type-count = 94
top_area_share_pct = 31.6
adder_share_pct = 11.2
ys.flops = 1209
area_leaders = "dfxtp_1 32%, ha_1 10%, mux2i_1 7.6%, a21oi_1 5.1%, nor2_1 4.9%"
synth_area_um2 = 76500
topCombFamilyByArea = "AND-OR/OR-AND gates"
edf_count = 0

[global_routing]
grt_pass1_wl_mm = 700
grt_use_total_pct = 56.5
grt_pass1_vias = 74897
gr-total-overflow = 0
grt_max_degree = 144
antenna_found_initial = 120

[critical_path]
crit_family = "AND-OR/OR-AND gates"
cp_common_cell = "buf_4"
start_kind = "primary input"
worstSetupEndpointType = "flop"
criticalPathCategory = "in2reg"
crit_buf_inv = 7
path_max_fanout = 22
required_ns = 19.12
cp_slowest_stage_delay_ns = 0.60
critPathArrivalTime_ns = 11.14
critical-path-slowest-cell = "ha_2"

[place]
port_buffers = 524
place.gp.congestion = 1.29
dp_cells = 12392
dp_hpwl_mm = 415

[cts]
clk_path_buf_depth = 3
clock_latency_ns = 0.86
ctsResizeCount = 0
htree_levels = 4
cts_root_buffer = "clkbuf_16"
postCtsSetupRepairBufs = 0
cts_tree = "yes"
clk_pin_slew_ns = 0.06
cts.sinks = 1209
ctsHoldBuffers = 0
cts_buffers = 138

[power_and_ir_drop]
vdd_drop_max_mv = 0.0869
p_clk_share_pct = 38.5
p_switching_mw = 2.52
internal-power_mw = 4.85
powerDensity_nw_per_um2 = 79.8
comb_power_share_pct = 21.0
p_leak_nw = 38.3
power_frac_seq_pct = 40.6
swShare_pct = 34.2

[flow_run]
drv_cap = 0
warning_count = 48

[finish]
largest_register_ffs = 512
fillCellCount = 17311
seqCellArea_um2 = 24200
comb_area_um2 = 49600
area_growth_pct = 20.8
drive_above_1_share_pct = 9.11
final_cells = 12763

[final_timing]
final_hold_viol_count = 0
period_used_pct = 56.6
drv_slew = 0
setup_tns_ns = 0
worst_pin_slew_ns = 1.46
max_slew_margin_pct = 2.95
setup_viol = 0
rsz0062_at_grt = "no"
post-route-min-period_ns = 10.41
clock.fmax_mhz = 96.0
fin_skew_ns = 0.0504

[die]
die_y_um = 439
initial_core_util_pct = 40.3
core_um2 = 190000
ios = 525
fp.dieW_um = 439
dieArea_um2 = 193000
rows = 160

[route]
drc = 0
firstDrtPassIters = 10
wl_per_cell_um = 42.1
drt_iter0_drc = 10803
num_vias = 84623
viasPerCell = 6.63
drt_wl_total_mm = 537
antenna_left = 0

[run_status]
status = "complete, no violations"

[min_path]
hold_path.class = "reg2reg"
==> final timing paths <==
path,start,end,slack [ns],cells after the start
min,sum_in[7],sum_in[7],0.45,2
max,max_num_i[2],closely_sum[14],7.99,26
min reg2reg,sum_in[7],sum_in[7],0.45,2
max reg2reg,arr_in[6][0],closely_sum[14],12.78,16
==> worst min-delay path, delay by kind of cell (launching register included) <==
kind | cells | cell delay, ns
AND-OR/OR-AND | 1 | 0.05
AND/OR/NAND/NOR | 1 | 0.05
flip-flops | 1 | 0.31
==> synth_stat cells (all sizes together) (31+ instances only) <==
| cell type | instances |
|---|---|
| a21o | 119 |
| o21ai | 361 |
| o41ai | 38 |
| buf | 124 |
| xor2 | 118 |
| a21oi | 779 |
| a221oi | 147 |
| dfxtp | 1209 |
| mux2i | 577 |
| and3 | 49 |
| nor2 | 1004 |
| a31oi | 80 |
| nor3 | 219 |
| nor2b | 81 |
| o21a | 91 |
| a22oi | 367 |
| o21bai | 31 |
| fa | 36 |
| inv | 255 |
| nand4 | 139 |
| ha | 628 |
| nand2b | 75 |
| nand2 | 998 |
| a311oi | 37 |
| a22o | 132 |
| nand3 | 224 |
| clkbuf | 378 |
| xnor2 | 279 |
| or3 | 103 |
| o211ai | 58 |
| a211oi | 99 |
==> metal layers <==
layer / share of wire [%] / up-vias / global-route usage (%)
met4: 11 / 90 / 47.5
met3: 15 / 2045 / 37.5
li1: - / 35815 / -
met2: 37 / 6259 / 69.4
met1: 36 / 40414 / 65.7
met5: 0.43 / - / 9.63
==> power groups by stage <==
stage | sequential [mW] | clock, mW | combinational [mW]
CTS | 2.95 | 2.84 | 1.41
global route | 2.97 | 2.95 | 1.55
finish | 2.99 | 2.84 | 1.54
==> cell type report <==
cell class,instances,area share (%)
diodes,126,0.341
clock buffers,190,4.22
clock inverters,54,0.742
inverters,255,1.04
multi-input cells,7319,53.7
flip-flops and latches,1209,26.2
well taps,2511,3.40
repair buffers,1099,10.4
==> per-stage QoR <==
step                hold WS [ns]  setup slack, ns  util, %  area (um2)  total power [mW]
floorplan                  0.420            10.06        -       76500              3.51
global placement           0.442             7.39     46.1       87500              4.41
detailed placement         0.445             7.54     46.1       87500              4.41
CTS                        0.452             8.39     48.5       92100              7.21
global route               0.466             7.59     48.5       92200              7.47
finish                     0.448             7.99     48.6       92400              7.37
==> logic make-up (layout without fill, tap and decap cells) <==
group                    count (synthesis)  in the layout
AND-OR/OR-AND                         2622           2622
multiplexers                           584            584
adder cells (fa/ha/maj)                664            664
AND/OR/NAND/NOR                       3052           3052
flip-flops                            1209           1209
buffers and inverters                  757           1598
XOR/XNOR                               397            397
other                                    0            126
==> placed cells by master (no fill, tap or decap), types with 118 or more instances in the layout <==
master           count
nand2_1            997
a221oi_1           147
nand3_1            224
mux2i_1            577
xnor2_1            278
nor3_1             190
ha_1               626
inv_1              252
diode_2            126
buf_4              571
a22oi_1            367
clkdlybuf4s50_1    521
o21ai_0            325
a21o_1             118
nand4_1            139
xor2_1             118
nor2_1             982
a21oi_1            778
clkbuf_16          139
a22o_1             132
dfxtp_1           1209
Power figures rest on the tool's default switching activity, not on a simulated workload.
